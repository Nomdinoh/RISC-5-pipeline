==> ./design.v <==
`timescale 1ns / 1ps
module Decode_register(
input clk,
input CLR_E,
input RegWriteD,MemWriteD,jumpD,branchD,ALUSrcD,
input [4:0] Rs1D,Rs2D,
input [4:0] RdD,
input [1:0] ResultSrcD,
input [2:0] ALUControlD,
input [31:0] RD1,RD2,PCD,ImmExtD,PCPlus4D,
output reg RegWriteE,MemWriteE,jumpE,branchE,ALUSrcE,
output reg [4:0] Rs1E,Rs2E,
output reg [4:0] RdE,
output reg [1:0] ResultSrcE,
output reg [2:0] ALUControlE,
output reg [31:0] RD1_E,RD2_E,PCE,ImmExtE,PCPlus4E
    );
    always @(posedge clk)
    begin
        if(CLR_E)
        begin
            RegWriteE <= 1'b0;
            MemWriteE <= 1'b0;
            jumpE <= 1'b0;
            branchE <= 1'b0;
            ALUSrcE <= 1'b0;
            ResultSrcE <= 2'b0;
            ALUControlE <= 3'b0;
            RD1_E <= 32'b0;
            RD2_E <= 32'b0;
            Rs1E <= 5'h0;
            Rs2E <= 5'h0;
            RdE <= 5'h0;
            PCE <= 32'b0;
            ImmExtE <= 32'b0;
            PCPlus4E <= 32'b0;
        end
        else begin
            RegWriteE <= RegWriteD;
            MemWriteE <= MemWriteD;
            jumpE <= jumpD;
            branchE <= branchD;
            ALUSrcE <= ALUSrcD;
            ResultSrcE <= ResultSrcD;
            ALUControlE <= ALUControlD;
            RD1_E <= RD1;
            RD2_E <= RD2;
            Rs1E <= Rs1D;
            Rs2E <= Rs2D;
            RdE <= RdD;
            PCE <= PCD;
            ImmExtE <= ImmExtD;
            PCPlus4E <= PCPlus4D;
        end
    end
endmodule
==> ./run.sh <==
#!/bin/bash
# OpenROAD 26Q1-2900-gdf79404cd8, Yosys 0.63+post, stock flow scripts
make -C /OpenROAD-flow-scripts/flow DESIGN_CONFIG=/design/flow/config.mk WORK_HOME=/design/flow/orfs finish
==> ./config.mk <==
export PLATFORM = sky130hd
export DESIGN_NAME = Decode_register
export DESIGN_NICKNAME = Decode_register
export VERILOG_FILES = /design/flow/design.v
export SDC_FILE = /design/flow/constraint.sdc
export NUM_CORES = 4
export LEC_CHECK = 1
export CORE_AREA = 10 10 181 181
export DIE_AREA = 0 0 191 191
==> ./constraint.sdc <==
current_design Decode_register

set clk_period 1.0
set clk_io_pct 0.2

create_clock -name clk0 -period $clk_period [get_ports {clk}]

set non_clock_inputs [all_inputs -no_clocks]
set_input_delay [expr $clk_period * $clk_io_pct] -clock clk0 $non_clock_inputs
set_output_delay [expr $clk_period * $clk_io_pct] -clock clk0 [all_outputs]
==> reports/results.tsv <==
metric	value	unit
status	finished, violations left	
violations	setup timing	
rows	62	
cts.sinks	185	
max-slew-margin-rel	0.8558	
power_density	1828	nW/um2
cp_top_family	flip-flops	
end_kind	output port	
drc	0	
grt_overflow_total	0	
yosysUniqueCellTypes	4	
cts-root-buf	clkbuf_16	
ys.flops	185	
postPlaceCellArea	9186	um2
routabilityCongestion	0.7962	
die_area	36480	um2
cp.depth	1	
setup_tns	-4277	ps
critPathMaxFanout	1	
dp_slack	-208.1	ps
tightest_slew	215.8	ps
whs_path_depth	2	
yosys.stat.seqShare	0.7471	
wirelength	18840	um
chipWidth	191	um
cts_htree_levels	4	
path_cells	buf_6	
hold_path.class	input pin to flop	
critPathBufInv	1	
timing.final.crit_share	1.081	
ctsHoldBuffers	0	
min_period	1081	ps
netlist_area	4957	um2
yosysChipArea	4957	um2
fp.dieH	191	um
arrival	880	ps
grt_pass1_vias	4081	
core	28780	um2
grt_pass1_wl	26590	um
drive_gt1_frac	0.3181	
path_class	flop to output port	
routed_via_density	3.295	
p_leak	0.003939	uW
numPortBuffers	371	
route.met2.wl	8879	um
io_pins	372	
required	800	ps
fin_ws	-81.11	ps
drtAntennaViolNets	0	
max_freq	0.9250	GHz
avgSynthCellArea	12.71	um2
met1_length	7115	um
clk_pin_slew	60	ps
peakVddDrop	0.8967	mV
first_pass_iters	3	
hold_viol	0	
post_drt_wl_per_cell	16.10	um
slew_violations	0	
warning_count	27	
lay_top_cells	185 x nor2b_1, 185 x clkdlybuf4s50_1, 179 x buf_2, 162 x dfxtp_1, 23 x dfxtp_2	
initial_core_util	0.1722	
grt_max_degree	45	
cts_tree	built	
cpMaxStageDelayCell	dfxtp_2	
max_stage_delay	350	ps
setup_viol	185	
critPathLaunchType	flop	
drv_cap	0	
antenna_cells	0	
yosys_cells	390	
dp_hpwl	15270	um
antenna_found_initial	0	
top_layer	met4	
dr_wl_met3	2685	um
syn_to_final_growth	80.04	%
design_area	8925	um2
syn_inst	390	
cts_buffer_depth	2	
hold_ws	99.94	ps
finalPower	16310	uW
drt_iter0_drc	107	
rsz0062_at_grt	true	
grt_usage	0.09832	
cts_inserted_buffers	17	
vias	3855	
synth_warnings	1	
power breakdown:
group | internal, uW | leakage, uW | switching [uW]
Combinational | 1110 | 0.00210 | 419
Clock | 4120 | 0.000290 | 2800
Sequential | 7770 | 0.00155 | 83.7
Total | 13000 | 0.00394 | 3300
cell families after synthesis:
family | after synthesis | share of synthesized area
flops | 185 | 0.7471
simple gates | 185 | 0.2335
buf+inv | 20 | 0.01943
layout make-up:
type,count,area (um2)
sequential,185,3732
timing repair buffer,385,2957
fill,2943,19860
clock buffer,24,481.7
tap,384,480.5
clock inverter,7,116.4
multi-input combinational,185,1157
sequential cells by signal, summed over array words and instances (netlist names):
name / flops
branchE: 1
Rs2E: 5
ResultSrcE: 2
ImmExtE: 32
ALUSrcE: 1
MemWriteE: 1
PCPlus4E: 32
RdE: 5
jumpE: 1
RD2_E: 32
RegWriteE: 1
RD1_E: 32
Rs1E: 5
PCE: 32
ALUControlE: 3
synth_stat cells:
cell | instances | area [um2]
buf_2 | 17 | 85.08
clkbuf_1 | 3 | 11.26
dfxtp_1 | 185 | 3704
nor2b_1 | 185 | 1157
worst paths after layout:
path                  slack (ps)             endpoint                      start
worst max-delay path         -80       ALUControlE[2]  ALUControlE[2]$_SDFF_PP0_
worst min-delay path         100  RD2_E[9]$_SDFF_PP0_                      CLR_E
stage by stage:
stage          instances    util
2_1_floorplan        390       -
3_3_place_gp        1139  0.3192
3_5_place_dp        1139  0.3192
4_1_cts             1170  0.3088
5_1_grt             1170  0.3101
6_report            1170  0.3101
layer usage:
metal	vias up	GRT usage
met1	1694	0.1119
met3	6	0.05706
met4	0	0.009994
met2	221	0.1624
li1	1934	-
met5	-	0
repair_timing:
| action | 4_1_cts | 5_1_grt |
|---|---|---|
| setup buffers | 0 | 0 |
| endpoints found under the setup margin | 185 | 185 |
| resized | 627 | 14 |
| gates cloned | 0 | 0 |
No activity file was given, so power comes from the tool's default toggle rates.
