File: config.mk
export PLATFORM = sky130hd
export DESIGN_NAME = execute
export DESIGN_NICKNAME = execute
export VERILOG_FILES = /design/flow/design.v
export SDC_FILE = /design/flow/constraint.sdc
export NUM_CORES = 4
export LEC_CHECK = 1
export CORE_AREA = 10 10 210 210
export DIE_AREA = 0 0 220 220
File: constraint.sdc
current_design execute

set clk_period 19.0
set clk_io_pct 0.2

create_clock -name clk0 -period $clk_period [get_ports {clk}]

set non_clock_inputs [all_inputs -no_clocks]
set_input_delay [expr $clk_period * $clk_io_pct] -clock clk0 $non_clock_inputs
set_output_delay [expr $clk_period * $clk_io_pct] -clock clk0 [all_outputs]
File: design.v
`timescale 1ns / 1ps
module ALU(
    input [31:0] SrcAE, SrcBE,
    input [2:0] ALUControlE,
    output [31:0] ALUResult,
    output zero
    );
    wire [31:0] A_and_B, A_or_B, not_B,mux_1,sum;
    assign A_and_B = SrcAE & SrcBE;
    assign A_or_B = SrcAE | SrcBE;
    assign not_B = ~SrcBE;
    assign mux_1 = ( ALUControlE[0] ? not_B : SrcBE );
    assign sum = mux_1 + SrcAE + ALUControlE[0];
    assign ALUResult = ( ALUControlE[1:0]==2'b00) ? sum:
                        (ALUControlE[1:0]==2'b01) ? sum:
                        (ALUControlE[1:0]==2'b10) ? A_and_B:
                                                   A_or_B;
    assign zero = &(~ALUResult);                                           
endmodule
`timescale 1ns / 1ps
module PCTarget(
input [31:0] PC,
input [31:0] ImmExt,
output [31:0] PCTarget  
    );
    assign PCTarget = PC + ImmExt;
endmodule
`timescale 1ns / 1ps
module execute(
input clk,reset,
input [1:0] ForwardAE,ForwardBE,
input [4:0] RdE,
input RegWriteE,MemWriteE,jumpE,branchE,ALUSrcE,
input [1:0] ResultSrcE,
input [2:0] ALUControlE,
input [31:0] RD1_E,RD2_E,PCE,ImmExtE,PCPlus4E,
input [31:0] ResultW,
output PcSrcE,
output RegWriteM,MemWriteM,
output [4:0] RdM,
output [1:0] ResultSrcM,
output [31:0] ALUResultM,WriteDataM,PCPlus4M,PCTargetE
    );
    wire zeroE;
    assign PcSrcE = (zeroE & branchE) | jumpE ;
    wire [31:0] SrcAE,WriteDataE,SrcBE,ALUResultE; 
    execute_mux_1 e1(
        .ForwardAE(ForwardAE),
        .RD1E(RD1_E),.ResultW(ResultW),.ALUResultM(ALUResultM),
        .SrcAE(SrcAE)
        );
    execute_mux_2 e2(
        .ForwardBE(ForwardBE),
        .RD2E(RD2_E),.ResultW(ResultW),.ALUResultM(ALUResultM),
        .WriteDataE(WriteDataE)
            );      
        execute_mux e3(
              .WriteData(WriteDataE),
              .ImmExt(ImmExtE),
              .ALUSrc(ALUSrcE),
              .SrcB(SrcBE)
                  );
        PCTarget e4(
              .PC(PCE),
              .ImmExt(ImmExtE),
              .PCTarget(PCTargetE)  
                  );
        ALU e5(
              .SrcAE(SrcAE), .SrcBE(SrcBE),
              .ALUControlE(ALUControlE),
              .ALUResult(ALUResultE),
              .zero(zeroE)
               ); 
        execute_register e6(
               .clk(clk),
               .RegWriteE(RegWriteE),.MemWriteE(MemWriteE),
               .RdE(RdE),
               .ResultSrcE(ResultSrcE),
               .ALUResultE(ALUResultE),.WriteDataE(WriteDataE),.PCPlus4E(PCPlus4E),
               .RegWriteM(RegWriteM),.MemWriteM(MemWriteM),
               .RdM(RdM),
               .ResultSrcM(ResultSrcM),
               .ALUResultM(ALUResultM),.WriteDataM(WriteDataM),.PCPlus4M(PCPlus4M)
                   );
endmodule
`timescale 1ns / 1ps
module execute_mux(
input [31:0] WriteData,
input [31:0] ImmExt,
input ALUSrc,
output [31:0] SrcB
    );
    assign SrcB = (ALUSrc) ? ImmExt : WriteData;
endmodule
`timescale 1ns / 1ps
module execute_mux_1(
input [1:0] ForwardAE,
input [31:0] RD1E,ResultW,ALUResultM,
output [31:0] SrcAE
    );
    assign SrcAE = (ForwardAE == 2'b00) ? RD1E :
                   (ForwardAE == 2'b01) ? ResultW :
                   (ForwardAE == 2'b10) ? ALUResultM : RD1E;
endmodule
`timescale 1ns / 1ps
module execute_mux_2(
input [1:0] ForwardBE,
input [31:0] RD2E,ResultW,ALUResultM,
output [31:0] WriteDataE
    );
    assign WriteDataE = (ForwardBE == 2'b00) ? RD2E :
                        (ForwardBE == 2'b01) ? ResultW :
                        (ForwardBE == 2'b10) ? ALUResultM : RD2E;
endmodule
`timescale 1ns / 1ps
module execute_register(
input clk,
input RegWriteE,MemWriteE,
input [4:0] RdE,
input [1:0] ResultSrcE,
input [31:0] ALUResultE,WriteDataE,PCPlus4E,
output reg RegWriteM,MemWriteM,
output reg [4:0] RdM,
output reg [1:0] ResultSrcM,
output reg [31:0] ALUResultM,WriteDataM,PCPlus4M
    );
    always @ (posedge clk)
    begin
        RegWriteM <= RegWriteE;
        MemWriteM <= MemWriteE;
        RdM <= RdE;
        ResultSrcM <= ResultSrcE;
        ALUResultM <= ALUResultE;
        WriteDataM <= WriteDataE;
        PCPlus4M <= PCPlus4E;
    end
endmodule
File: run.sh
#!/bin/bash
# OpenROAD 26Q1-2900-gdf79404cd8, Yosys 0.63+post, stock flow scripts
make -C /OpenROAD-flow-scripts/flow DESIGN_CONFIG=/design/flow/config.mk WORK_HOME=/design/flow/orfs finish
==> impl_metrics.prom <==
# HELP chip_impl_metric Implementation results
# TYPE chip_impl_metric gauge
chip_impl_info{name="status",value="complete, no violations"} 1
chip_impl_metric{name="dp_worst_setup_slack",unit="ps"} 5320
chip_impl_metric{name="final_routed_drc_violation_total",unit=""} 0
chip_impl_metric{name="fp.coreArea",unit="sq um"} 39600
chip_impl_metric{name="drt-pass1-iter-count",unit=""} 5
chip_impl_metric{name="timing.setup.tns",unit="ps"} 0
chip_impl_metric{name="relative_slew_slack",unit=""} 0.507
chip_impl_metric{name="numCtsBuffers",unit=""} 9
chip_impl_metric{name="synth_cell_type_count",unit=""} 75
chip_impl_info{name="hold_path.class",value="flop to flop"} 1
chip_impl_metric{name="global_route_wire_length_before_repair",unit="um"} 61200
chip_impl_metric{name="antenna_found_initial",unit=""} 12
chip_impl_metric{name="netlist.area_leader.share",unit=""} 0.232
chip_impl_metric{name="final_layout_size_suffix_gt1_frac",unit=""} 0.0584
chip_impl_metric{name="cell_rows",unit=""} 73
chip_impl_metric{name="htree_levels",unit=""} 3
chip_impl_metric{name="syn_area",unit="sq um"} 9050
chip_impl_info{name="worstSetupPathType",value="input pin to output port"} 1
chip_impl_metric{name="pwr-share-seq",unit=""} 0.276
chip_impl_metric{name="clk-insertion-delay-late",unit="ps"} 390
chip_impl_metric{name="clock_transition_at_the_registers_of_the_reported_paths",unit="ps"} 80
chip_impl_metric{name="final_max_slew_viol_count",unit=""} 0
chip_impl_metric{name="violation_count_after_the_first_detailed_route_iteration",unit=""} 570
chip_impl_info{name="post_synth_main_area_contributors",value="sky130_fd_sc_hd__dfxtp_1, sky130_fd_sc_hd__ha_1, sky130_fd_sc_hd__mux2i_1"} 1
chip_impl_metric{name="area_delta_synth_final",unit="%"} 47.6
chip_impl_info{name="synth_top_cells_by_count",value="sky130_fd_sc_hd__dfxtp_1, sky130_fd_sc_hd__nand2_1, sky130_fd_sc_hd__a21oi_1, sky130_fd_sc_hd__mux2i_1, sky130_fd_sc_hd__o21ai_0"} 1
chip_impl_metric{name="die_area",unit="sq um"} 48400
chip_impl_metric{name="cts.path.max_buffers",unit=""} 2
chip_impl_metric{name="log_warnings",unit=""} 30
chip_impl_metric{name="hold_buffers",unit=""} 0
chip_impl_metric{name="ir_worst_vdd",unit="uV"} 47.3
chip_impl_metric{name="ys_area",unit="sq um"} 9050
chip_impl_metric{name="worstMarginPinSlew",unit="ps"} 732
chip_impl_metric{name="die_width",unit="um"} 220
chip_impl_metric{name="ant_nets",unit=""} 0
chip_impl_metric{name="ff2ff_path_depth",unit=""} 15
chip_impl_metric{name="ctsResizeCount",unit=""} 0
chip_impl_metric{name="synth-edff-count",unit=""} 0
chip_impl_metric{name="first_global_vias",unit=""} 9086
chip_impl_metric{name="maxClockFrequency",unit="MHz"} 72.5
chip_impl_metric{name="postSynthSeqShare",unit=""} 0.232
chip_impl_metric{name="power_per_cell_area",unit="nW/um^2"} 80.6
chip_impl_metric{name="comb_power_share",unit=""} 0.526
chip_impl_metric{name="number_of_stages_on_the_worst_setup_path",unit=""} 17
chip_impl_metric{name="initial_util",unit=""} 0.228
chip_impl_info{name="ys.flop_type",value="sky130_fd_sc_hd__dfxtp_1"} 1
chip_impl_info{name="path_delay_family",value="AND-OR/OR-AND gates"} 1
chip_impl_metric{name="placement.io_buffers",unit=""} 348
chip_impl_metric{name="fin_ws",unit="ps"} 5210
chip_impl_metric{name="cts_post_setup_buffers_inserted",unit=""} 0
chip_impl_metric{name="synth_async_sr_flop_share",unit=""} 0
chip_impl_metric{name="io_pins",unit=""} 351
chip_impl_info{name="clock_tree.root_cell",value="sky130_fd_sc_hd__clkbuf_16"} 1
chip_impl_metric{name="final_hold_viol_count",unit=""} 0
chip_impl_info{name="cpMaxStageDelayCell",value="sky130_fd_sc_hd__o21ai_0"} 1
chip_impl_info{name="worstSetupStartpointType",value="input pin"} 1
chip_impl_metric{name="numClockSinks",unit=""} 105
chip_impl_metric{name="clock_power_share",unit=""} 0.197
chip_impl_metric{name="grt_start_max_net_pins",unit=""} 64
chip_impl_metric{name="gp_congestion",unit=""} 0.932
chip_impl_metric{name="routed_via_density",unit=""} 4.89
chip_impl_info{name="critPathCaptureType",value="output port"} 1
chip_impl_metric{name="via_count",unit=""} 9607
chip_impl_metric{name="post-route-period-util",unit=""} 0.726
chip_impl_info{name="critical_path.cell_chain",value="buf_4, buf_4, mux2_2, o21ai_0, o21ai_0, xnor2_1, ha_1, a2111oi_0, a21o_1, a21oi_1, or4b_1, mux2i_1, a211o_1, nand4b_1, or4_1, o41ai_2, clkdlybuf4s50_1"} 1
chip_impl_info{name="yosys.area.top_type",value="sky130_fd_sc_hd__dfxtp_1"} 1
chip_impl_info{name="yosysMostFrequentCell",value="sky130_fd_sc_hd__dfxtp_1"} 1
chip_impl_metric{name="yosys-stat-cells",unit=""} 1123
chip_impl_info{name="critical_path_endpoint",value="PcSrcE"} 1
chip_impl_metric{name="worst-r2r-setup-slack",unit="ps"} 14600
chip_impl_metric{name="setup_violations",unit=""} 0
chip_impl_metric{name="ys_seq_elements",unit=""} 105
chip_impl_metric{name="final.min_clock_period",unit="ps"} 13790
chip_impl_metric{name="global_route.usage.total",unit=""} 0.174
chip_impl_metric{name="filler_cell_count",unit=""} 4098
chip_impl_info{name="crit_path_start",value="ForwardBE[0]"} 1
chip_impl_info{name="unrepaired_setup_endpoints_after_global_routing",value="no"} 1
chip_impl_metric{name="finalClockSkew",unit="ps"} 11.8
chip_impl_metric{name="hpwl",unit="um"} 36600
chip_impl_metric{name="routed_wire_length_per_instance",unit="um"} 22.1
chip_impl_metric{name="p_leak",unit="nW"} 5.38
chip_impl_metric{name="max_cap_violations",unit=""} 0
chip_impl_metric{name="timing.critical_path.fanout_max",unit=""} 39
chip_impl_metric{name="cp.buffers_inverters",unit=""} 3
chip_impl_metric{name="required",unit="ps"} 15200
chip_impl_metric{name="die_height",unit="um"} 220
chip_impl_metric{name="post_synth_inst_count",unit=""} 1123
chip_impl_metric{name="wirelength",unit="um"} 43400
chip_impl_metric{name="cp_max_stage_delay",unit="ps"} 580
chip_impl_info{name="crit-reg2reg-capture",value="e6.ALUResultM[30]"} 1
chip_impl_metric{name="internal-power",unit="uW"} 658
chip_impl_metric{name="synth.avg_cell_area",unit="sq um"} 8.06
chip_impl_info{name="r2r-start",value="e6.ALUResultM[1]"} 1
chip_impl_metric{name="net-switching-power",unit="uW"} 418
chip_impl_metric{name="cp.arrival",unit="ps"} 9990
chip_impl_info{name="clock_tree_from_tritoncts",value="yes"} 1
chip_impl_metric{name="netSwitchingFraction",unit=""} 0.389
chip_impl_metric{name="yosys_warns",unit=""} 1
chip_impl_metric{name="gr-total-overflow",unit=""} 0
==> how the worst min path moves through the flow <==
stage	startpoint	to	slack, ps	cells after the start
after global routing	e6.ALUResultM[27]	e6.WriteDataM[27]	630	2
final	e6.ALUResultM[30]	e6.WriteDataM[30]	610	2
after CTS	e6.ALUResultM[27]	e6.WriteDataM[27]	600	2
==> stage by stage <==
stage	util	std cells	power, mW	hold slack [ps]	cell area, sq um
2_1_floorplan	-	1123	0.585	493	9050
3_3_place_gp	0.328	1948	0.867	587	13000
3_5_place_dp	0.328	1948	0.868	586	13000
4_1_cts	0.337	1964	1.09	605	13300
5_1_grt	0.337	1965	1.15	630	13400
6_report	0.337	1966	1.08	606	13400
==> state kept, by name (all words and copies together) (netlist names) <==
signal,count
e6.ALUResultM,32
e6.PCPlus4M,32
e6.WriteDataM,32
e6.RdM,5
e6.ResultSrcM,2
e6.MemWriteM,1
e6.RegWriteM,1
==> worst register-to-register path, delay by kind of cell, from the launching register on <==
| family | cells | cell delay, ps |
|---|---|---|
| AOI/OAI and AO/OA | 6 | 1940 |
| xor gates and xnor gates | 2 | 350 |
| adders and majority gates | 1 | 400 |
| buffers and inverters | 1 | 80 |
| DFF | 1 | 400 |
| muxes | 3 | 700 |
| and+or+nand+nor | 2 | 410 |
==> power groups by stage <==
| stage | registers (mW) | clock network (mW) | logic (mW) |
|---|---|---|---|
| finish | 0.297 | 0.212 | 0.566 |
| global route | 0.300 | 0.226 | 0.624 |
| CTS | 0.297 | 0.220 | 0.572 |
==> placed cells by master (no fill, tap or decap), types with 13 or more instances in the layout <==
cell | synthesis | layout
sky130_fd_sc_hd__clkdlybuf4s50_1 | 0 | 341
sky130_fd_sc_hd__dfxtp_1 | 105 | 105
sky130_fd_sc_hd__nand2_1 | 94 | 94
sky130_fd_sc_hd__a21oi_1 | 81 | 81
sky130_fd_sc_hd__mux2i_1 | 79 | 79
sky130_fd_sc_hd__o21ai_0 | 77 | 77
sky130_fd_sc_hd__ha_1 | 64 | 64
sky130_fd_sc_hd__nor2_1 | 63 | 63
sky130_fd_sc_hd__inv_1 | 57 | 57
sky130_fd_sc_hd__xnor2_1 | 57 | 57
sky130_fd_sc_hd__nor2b_1 | 42 | 42
sky130_fd_sc_hd__a211oi_1 | 37 | 37
sky130_fd_sc_hd__mux2_2 | 30 | 30
sky130_fd_sc_hd__maj3_1 | 26 | 26
sky130_fd_sc_hd__nor3_1 | 22 | 22
sky130_fd_sc_hd__o21a_1 | 19 | 19
sky130_fd_sc_hd__a21o_1 | 19 | 19
sky130_fd_sc_hd__nand3_1 | 14 | 14
sky130_fd_sc_hd__buf_4 | 0 | 14
sky130_fd_sc_hd__nand2b_1 | 13 | 13
==> final cells by class <==
| cell class | instances | area (sq um) | area share |
|---|---|---|---|
| multi-input cells | 901 | 6500 | 0.487 |
| repair buffers | 360 | 3540 | 0.265 |
| flip-flops and latches | 105 | 2100 | 0.157 |
| well taps | 525 | 657 | 0.0492 |
| clock buffers | 9 | 225 | 0.0169 |
| inverters | 57 | 214 | 0.0160 |
| clock inverters | 7 | 108 | 0.00806 |
| diodes | 2 | 5.00 | 0.000375 |
==> cells by family (layout without fill, tap and decap cells) <==
logic type      after synthesis  in the layout  share of synthesized area
xor+xnor                     67             67                     0.0649
mux                         113            113                      0.130
other cells                   0              2                          0
fa+ha+maj                    92             92                      0.122
buf+inv                     117            433                     0.0495
simple gates                302            302                      0.165
compound gates              327            327                      0.237
flops                       105            105                      0.232
==> metal layers <==
layer	wire length, um	GRT usage
met1	17400	0.208
met2	20400	0.294
met3	4560	0.0665
met4	929	0.0358
met5	104	0
Power figures rest on the tool's default switching activity, not on a simulated workload.
