File: flow/run.sh
#!/bin/bash
# OpenROAD 26Q1-2900-gdf79404cd8, Yosys 0.63+post, stock flow scripts
make -C /OpenROAD-flow-scripts/flow DESIGN_CONFIG=/design/flow/config.mk WORK_HOME=/design/flow/orfs finish
File: flow/config.mk
export PLATFORM = sky130hd
export DESIGN_NAME = writeback
export DESIGN_NICKNAME = writeback
export VERILOG_FILES = /design/flow/design.v
export SDC_FILE = /design/flow/constraint.sdc
export NUM_CORES = 4
export LEC_CHECK = 1
export CORE_AREA = 10 10 78 78
export DIE_AREA = 0 0 88 88
File: flow/constraint.sdc
current_design writeback

set clk_period 6.1
set clk_io_pct 0.2

create_clock -name clk0 -period $clk_period

set non_clock_inputs [all_inputs -no_clocks]
set_input_delay [expr $clk_period * $clk_io_pct] -clock clk0 $non_clock_inputs
set_output_delay [expr $clk_period * $clk_io_pct] -clock clk0 [all_outputs]
File: flow/design.v
`timescale 1ns / 1ps
module WriteBack_MUX(
input [1:0]ResultSrc,
input [31:0] ALUResult,
input [31:0] ReadData,
input [31:0] PCPlus4,
output [31:0] Result
    );
    assign Result = (ResultSrc == 2'b00) ? ALUResult :
                    (ResultSrc == 2'b01) ? ReadData :
                    (ResultSrc == 2'b10) ? PCPlus4 :  ALUResult ; 
endmodule
`timescale 1ns / 1ps
module writeback(
input [1:0] ResultSrcW,
input [31:0] ALUResultW,ReadDataW,PCPlus4W,
output [31:0] ResultW
    );
   WriteBack_MUX w1(
        .ResultSrc(ResultSrcW),
        .ALUResult(ALUResultW),
        .ReadData(ReadDataW),
        .PCPlus4(PCPlus4W),
        .Result(ResultW)
       );
endmodule
==> job_summary.md <==
## Implementation flow summary

| Metric | Value |
|---|---|
| CP peak stage delay | `0.52 ns` |
| Syn avg cell area | `10.1 um^2` |
| Initial antenna violation count | `0` |
| Hold-fix buffer count after cts | `0` |
| Worst path cell trace | `buf_4 -> buf_4 -> mux2i_1 -> mux2i_1 -> clkdlybuf4s50_1` |
| Num sequential | `0` |
| Core footprint | `4410 um^2` |
| VDD IR max | `0.0000440 V` |
| F_max | `234 MHz` |
| Crit Path Class | `primary input to output port` |
| Initial Util | `24.5%` |
| First-pass iteration count of the detailed router | `4` |
| Max Fanout on Critical Path | `40` |
| Layout cells sized above 1 | `1.75%` |
| CP Capture Type | `output port` |
| Worst Hold Class | `primary input to output port` |
| I/O Pins | `130` |
| Bufs and invs on worst path | `3` |
| Clock buffers | `0` |
| Final Hold Vio Count | `0` |
| # port buffers | `130` |
| Slew HR | `57.8%` |
| Seq. cell area | `0 um^2` |
| Arrival @ worst endpoint | `3.05 ns` |
| Post-synthesis cell type with the largest instance count | `mux2i_1` |
| Die span in y | `88 um` |
| Top cells by area | `mux2i_1 (89%), buf_8 (8.3%), buf_2 (1.4%), buf_6 (1.0%), clkbuf_2 (0.46%)` |
| Yosys Instances | `107` |
| Post-route minimum period | `4.27 ns` |
| Yosys Chip Area | `1080 um^2` |
| Post-route ant nets | `0` |
| Synth warn | `0` |
| Antenna cells | `0` |
| Slowest cell on the critical path | `clkdlybuf4s50_1` |
| Largest area contributor in the netlist | `mux2i_1` |
| Vias in the first global route | `1304` |
| Chip Area | `7740 um^2` |
| Critical Path Sink | `ResultW[8]` |
| CP delay by family, top | `buffers and inverters` |
| Area growth syn-to-layout | `116%` |
| First-pass GRT wire length | `7.09 mm` |
| Vias post-DR | `1283` |
| Setup Buffers After CTS | `0` |
| Max-Cap Viols | `0` |
| Post-DP HPWL | `4.28 mm` |
| Power Dens Cells | `70.8 nW/um^2` |
| CTS resizes | `0` |
| Largest net degree at the start of global routing | `41` |
| RSZ-0062 raised after global routing | `false` |
| Synth top cells by count | `mux2i_1 (96), buf_8 (6), buf_2 (3)` |
| Area of the mapped netlist | `1080 um^2` |
| Routability Congestion | `0.772` |
| Synth Instances | `107` |
| All-Layer GR Usage | `11.3%` |
| Critical path origin | `ResultSrcW[0]` |
| Fin crit share | `70.0%` |
| Avg Vias per Cell | `4.58` |
| Tool Warnings | `33` |
| Setup TNS | `0 ns` |
| Grt ovf | `0` |
| Die outline width | `88 um` |
| Setup Viol. Count Final | `0` |
| Tightest Pin Transition | `0.633 ns` |
| WL/cell | `17.5 um` |
| # DRC | `0` |
| Final max-slew violation count | `0` |
| Post-synth top area share | `88.8%` |
| Total power | `165 uW` |
| Worst endpoint required time | `4.88 ns` |
| Worst setup SP type | `primary input` |
| Status | `completed` |
| Cell depth of the worst setup path | `5` |
| DR iter-0 viols | `10` |
| Distinct lib cells | `5` |
| Post-synth seq share | `0%` |
| Final WL | `4.91 mm` |
| Leakage power total | `1.08 nW` |
| # rows | `24` |
-- worst min path at each step --
stage	from	end	slack [ns]	cells after the start
finish	ResultSrcW[1]	ResultW[31]	3.41	4
global route	ResultSrcW[1]	ResultW[14]	3.47	4
CTS	ResultSrcW[1]	ResultW[11]	3.43	4
-- report_power, final --
group / switching, mW / internal (mW)
clock: 0 / 0
combinational: 0.0450 / 0.120
sequential: 0 / 0
-- metrics by stage --
step	instance area [um^2]	utilization (%)	std cells	worst slack [ns]	hold WS, ns
floorplan	1080	-	107	3.11	2.55
finish	2330	52.9	280	1.83	3.41
global route	2330	52.9	280	1.68	3.47
CTS	2330	52.9	280	1.81	3.43
global placement	2330	52.9	280	1.86	3.43
detailed placement	2330	52.9	280	1.82	3.42
-- layout make-up --
cell class	instances	area, um^2
multi-input cells	96	961
repair buffers	132	1310
well taps	52	65.1
fillers	385	2080
-- layer usage --
| metal | track usage, % | vias up | wire (um) | part of all wire (%) |
|---|---|---|---|---|
| met1 | 11.7 | 559 | 1620 | 33 |
| met2 | 19.4 | 67 | 2450 | 50 |
| met4 | 0.725 | 0 | 39 | 0.79 |
| li1 | - | 655 | - | - |
| met5 | 0 | - | 0 | 0 |
| met3 | 7.67 | 2 | 798 | 16 |
-- placed cells by master, fill, tap and decap left out, drive strengths merged --
master         count
buf                4
clkdlybuf4s50    128
mux2i             96
-- cell families (layout without fill, tap and decap cells) --
kind of cell,Yosys count,in the layout,share of synthesized area (%)
buffers and inverters,11,132,11.2
multiplexers,96,96,88.8
No activity file was given, so power comes from the tool's default toggle rates.
